File: design/flow/design.v
module Charactor (
    input rst,
    input clk,
    input [2:0] state,
    input [2:0] key_num,
    input key,
    input [0:899] map,  
    output reg [8:0] charactor_h,  
    output reg [8:0] charactor_v,  
    output reg charactor_dir  
);  
    parameter INIT = 3'b000;
    parameter WAIT = 3'b001;
    parameter GAME = 3'b010;
    parameter WIN  = 3'b011;
    parameter LOSE = 3'b100;
    parameter [2:0] UP    = 3'd0;  
	parameter [2:0] LEFT  = 3'd1; 
	parameter [2:0] DOWN  = 3'd2; 
	parameter [2:0] RIGHT = 3'd3; 
    parameter NONE = 3'd0;
    parameter LINE = 3'd1;
    parameter TERMINAL = 3'd2;
    parameter MAX_CNT = 32'd3000000;  
    reg [2:0] target_key;
    reg [31:0] cnt;
    reg [8:0] nxt_charactor_h, nxt_charactor_v;
    reg [4:0] nxt_map_h, nxt_map_v;
    always @(posedge clk) begin
        if(key && (cnt == 1'b0)) target_key <= key_num;
        else target_key <= target_key;
    end
    always @(posedge clk) begin
        if(key && ((cnt == 1'b0) || (target_key == key_num))) 
            cnt <= ((cnt < MAX_CNT) ? (cnt + 1'b1) : 1'b0);
        else cnt <= 1'b0;
    end
    always @(*) begin
        case (target_key)
            UP: begin
                nxt_charactor_h <= charactor_h;
                nxt_charactor_v <= charactor_v - 1;
            end
            LEFT: begin
                nxt_charactor_h <= charactor_h - 1;
                nxt_charactor_v <= charactor_v;
            end
            DOWN: begin
                nxt_charactor_h <= charactor_h;
                nxt_charactor_v <= charactor_v + 1;
            end
            RIGHT: begin
                nxt_charactor_h <= charactor_h + 1;
                nxt_charactor_v <= charactor_v;
            end
            default: begin
                nxt_charactor_h <= charactor_h;
                nxt_charactor_v <= charactor_v;
            end
        endcase
    end
    always @(posedge clk) begin
        if(cnt == 1'b0) nxt_map_h <= 1'b0;
        else if(((nxt_map_h + 1) * 16) < nxt_charactor_h) 
            nxt_map_h <= nxt_map_h + 1'b1;
        else nxt_map_h <= nxt_map_h;
    end
    always @(posedge clk) begin
        if(cnt == 1'b0) nxt_map_v <= 1'b0;
        else if(((nxt_map_v + 1) * 16) < nxt_charactor_v) 
            nxt_map_v <= nxt_map_v + 1'b1;
        else nxt_map_v <= nxt_map_v;
    end
    always @(posedge clk) begin
        case (state)
            INIT: begin
                charactor_h <= 4*16 + 8;
                charactor_v <= 4*16 + 8;
            end
            WAIT: begin
                charactor_h <= 4*16 + 8;
                charactor_v <= 4*16 + 8;
            end
            GAME: begin
                if((cnt == MAX_CNT) && ( 
                    {map[(nxt_map_h + nxt_map_v*20)*3], 
                    map[(nxt_map_h + nxt_map_v*20)*3 + 1], 
                    map[(nxt_map_h + nxt_map_v*20)*3 + 2]} != NONE
                )) begin 
                    charactor_h <= nxt_charactor_h;
                    charactor_v <= nxt_charactor_v;
                end
                else begin
                    charactor_h <= charactor_h;
                    charactor_v <= charactor_v;
                end
            end
            WIN: begin
                charactor_h <= charactor_h;
                charactor_v <= charactor_v;
            end
            LOSE: begin
                charactor_h <= charactor_h;
                charactor_v <= charactor_v;
            end 
            default: begin
                charactor_h <= charactor_h;
                charactor_v <= charactor_v;
            end
        endcase
    end
    always @(*) begin
        case (target_key)
            UP:      charactor_dir = 1'b0;
            LEFT:    charactor_dir = 1'b0;
            DOWN:    charactor_dir = 1'b1;
            RIGHT:   charactor_dir = 1'b1;
            default: charactor_dir = charactor_dir;
        endcase
    end
endmodule
File: design/flow/run.sh
#!/bin/bash
# OpenROAD 26Q1-2900-gdf79404cd8, Yosys 0.63+post, stock flow scripts
make -C /OpenROAD-flow-scripts/flow DESIGN_CONFIG=/design/flow/config.mk WORK_HOME=/design/flow/orfs finish
File: design/flow/config.mk
export PLATFORM = sky130hd
export DESIGN_NAME = Charactor
export DESIGN_NICKNAME = Charactor
export VERILOG_FILES = /design/flow/design.v
export SDC_FILE = /design/flow/constraint.sdc
export NUM_CORES = 4
export LEC_CHECK = 1
export CORE_AREA = 10 10 540 540
export DIE_AREA = 0 0 550 550
File: design/flow/constraint.sdc
current_design Charactor

set clk_period 121.9
set clk_io_pct 0.2

create_clock -name clk0 -period $clk_period [get_ports {clk}]

set non_clock_inputs [all_inputs -no_clocks]
set_input_delay [expr $clk_period * $clk_io_pct] -clock clk0 $non_clock_inputs
set_output_delay [expr $clk_period * $clk_io_pct] -clock clk0 [all_outputs]
==> CHANGELOG.md <==
## Implementation

* Status: finished, violations left
* CP Launch Type: input pin
* Floorplan Utilization at 9.74%
* Hold Buf Count CTS at 0
* Avg WL per Cell at about 31 µm
* Hold crit path type: flip-flop to flip-flop
* GR Util All Layers at 14.1%
* Cts repair resizes at 0
* Cell Rows at 194
* DRT iter0 DRCs at 2352
* Max-cap violations at 1
* Post-CTS Setup Repair Bufs at 0
* Port bufs at 926
* Dpl hpwl at 188000 µm
* Final instance area at 41700 µm²
* Crit-path max FO at 18
* Final setup vio count at 0
* Die ar. at 303000 µm²
* Syn-to-layout area delta at 53.2%
* Final setup TNS at 0 ps
* Register pins left without a clock at 1
* Initial antenna violation count at roughly 110
* Worst Hold Endpoint: cnt[0]
* Die Y at 550 µm
* Core ar. at about 280000 µm²
* Min-delay src: cnt[0]
* Post-synth area from yosys stat at approximately 27000 µm²
* Rel. slew slack at -6.09%
* Via count at between 20000 and 30000
* Tool Warnings at 30
* H-tree levels at 3
* Hold Vio Cnt, Final at 0
* Period utilization at 23.3%
* Yosys cell types at 92
* Mux share at approximately three fifths
* Syn_area_per_cell at about 11 µm²
* Placed Area at between 40000 and 50000 µm²
* Root Driver: clkbuf_16
* Warnings, synthesis at 1
* CP endpoint kind: flip-flop
* Aoi/oai-family share of the synthesized area at 11.7%
* Crit Reg-Reg Startpoint: nxt_map_v[0]
* Endpoints left unconstrained at 2
* #FFs+latches synth at 64
* Max Fclk at 0.0351 GHz
* Die width at 550 µm
* Layout filler cell count at 31002
* CTS buffer count at 9
* Mapped Cells at 2436
* Largest logic family: multiplexers
* Hold depth at 1
* Crit path DAT at around 29000 ps
* Failing checks: max-capacitance violations, max-slew violations
* Yosys cell count at 2436
* Unrepaired setup endpoints after global routing: false
* Grt ovf at 0
* Fin crit period at 28460 ps
* Skew-Pair Late Insertion Delay at 330 ps
* Post-synth ARST share at 0%
* Post-Syn Area at 27200 µm²
* TritonCTS clock tree: done
* Ports at between 900 and 1000
* Critical path class: input pin to flip-flop
* ANT nets after route at 0
* Reg2reg end: charactor_v[1]
* Dominant flop cell: dfxtp_1
* Share of post-route cells with drive strength above 1 at 27.5%
* Most frequent logic cell in the layout: clkdlybuf4s50_1
* Count of library flops with an enable pin at 21
* Worst slew pin tran at 1580 ps
* Via density at 4.13
* Global placement routability congestion at 0.949
* XOR/XNOR share of the synthesized area at slightly below 3%
* Worst reg2reg path depth at 21
* Post-route DRC at 0
* Synth Area in Simple Gates at 11.2%
* Largest net degree at the start of global routing at 82
* R2R Setup Slk at between 100000 and 150000 ps
* Total iterations of the first detailed-routing run at 7
* Adder Share, Synth at 2.67%
* CTS max path bufs at 2
* First-pass GRT wire length at 280000 µm
* CP Data Required Time at around 120000 ps
* Clock slew seen by the registers of the worst setup and hold paths at 50 ps
* Clock skew at between 5 and 6 ps
* Vias in the first global route at 29935
* Drt total wl at 218000 µm
* Top Layout Cells: clkdlybuf4s50_1 (926), mux4_2 (651), nand2_1 (296)
* Max-slew violations at 2
-- area by class of cell --
cell class / instances / area (µm²) / share of cell area, %
multi-input cells: 2090 / 24600 / 59.0
repair buffers: 1074 / 10400 / 25.0
well taps: 3724 / 4660 / 11.2
flip-flops and latches: 64 / 1490 / 3.57
clock buffers: 13 / 272 / 0.651
diodes: 49 / 123 / 0.294
inverters: 30 / 119 / 0.285
clock inverters: 3 / 15.0 / 0.0360
-- worst max-delay path by stage --
| stage | to | from | cells past startpoint | slack [ps] |
|---|---|---|---|---|
| 4_1_cts | charactor_v[0] | map[238] | 11 | 93370 |
| 6_report | charactor_v[1] | map[238] | 11 | 93440 |
| 5_1_grt | charactor_v[1] | map[62] | 11 | 93370 |
-- logic make-up after synthesis --
group,count (synthesis)
flip-flops,63
XOR/XNOR,88
AND-OR/OR-AND,436
multiplexers,830
AND/OR/NAND/NOR,670
other,1
latches,1
buffers and inverters,292
adder cells (fa/ha/maj),55
-- cell usage after synthesis (15+ instances only) --
cell type | number | area share, %
a21oi_1 | 83 | 1.5
and2_1 | 34 | 0.78
dfxtp_1 | 42 | 3.1
a32oi_1 | 22 | 0.71
buf_2 | 104 | 1.9
ha_1 | 50 | 2.3
o21ai_0 | 32 | 0.59
a31oi_1 | 25 | 0.57
a311oi_1 | 16 | 0.51
xor2_1 | 35 | 1.1
nor3_1 | 25 | 0.46
a221oi_1 | 15 | 0.48
a21o_1 | 17 | 0.47
nor2_1 | 116 | 1.6
nand3_1 | 97 | 1.8
a211oi_1 | 60 | 1.7
nor2b_1 | 17 | 0.39
mux2_2 | 15 | 0.62
and3_1 | 17 | 0.39
buf_1 | 22 | 0.30
o211ai_1 | 17 | 0.47
nand2_1 | 298 | 4.1
buf_4 | 37 | 1.0
clkbuf_1 | 86 | 1.2
mux2i_1 | 163 | 6.0
xnor2_1 | 49 | 1.6
inv_1 | 28 | 0.39
mux4_2 | 651 | 54
edfxtp_1 | 21 | 2.3
a22oi_1 | 47 | 1.3
-- per-stage QoR --
step | utilization (%) | hold slack [ps] | setup WS, ps | cells
floorplan | - | 453 | 94880 | 2446
global placement | 14.8 | 483 | 92980 | 6982
detailed placement | 14.8 | 483 | 93070 | 6982
CTS | 14.9 | 494 | 93370 | 6998
global route | 14.9 | 532 | 93370 | 7020
finish | 14.9 | 498 | 93440 | 7047
-- state kept, by name (all words and copies together) (netlist names) --
| signal | cells |
|---|---|
| charactor_h | 9 |
| charactor_v | 9 |
| cnt | 32 |
| charactor_dir | 1 |
| nxt_map_v | 5 |
| target_key | 3 |
| nxt_map_h | 5 |
-- layer usage --
metal | GRT usage, % | wire length, µm | up-vias
met2 | 22.2 | 99700 | 2088
met4 | 5.60 | 11100 | 22
met5 | 0 | 154 | -
met1 | 16.0 | 77100 | 14581
li1 | - | - | 12056
met3 | 7.50 | 29500 | 360
-- worst max-delay path, cell delays in order --
cell and delay (ps):
clkdlybuf4s50_1 440, mux4_2 580, nor2_1 350, a221oi_1 90, o21a_1 230, o21ai_0 730, a311oi_1 240, nor4b_1 540
o221ai_1 220, a211o_1 410, buf_4 270
