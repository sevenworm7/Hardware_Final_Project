### flow/run.sh
#!/bin/bash
# OpenROAD 26Q1-2900-gdf79404cd8, Yosys 0.63+post, stock flow scripts
make -C /OpenROAD-flow-scripts/flow DESIGN_CONFIG=/design/flow/config.mk WORK_HOME=/design/flow/orfs finish
### flow/config.mk
export PLATFORM = sky130hd
export DESIGN_NAME = Clock_divider
export DESIGN_NICKNAME = Clock_divider
export VERILOG_FILES = /design/flow/design.v
export SDC_FILE = /design/flow/constraint.sdc
export NUM_CORES = 4
export LEC_CHECK = 1
export CORE_UTILIZATION = 30
### flow/design.v
module Clock_divider #(parameter n = 27)(
    input wire clk,
    output wire div_2,
    output wire div_15, 
    output wire div_22,
    output wire div_hsec
);
    reg [n-1:0] num;
    wire [n-1:0] next_num;
    always @(posedge clk) num <= next_num;
    assign next_num = num + 1;
    assign div_2 = num[1];
    assign div_15 = num[14];
    assign div_22 = num[21];
    second_divider sd(.clk(clk), .div_hsec(div_hsec));
endmodule
module second_divider (
    input wire clk,
    output reg div_hsec
);
    reg [25:0] counter;
    always @(posedge clk) begin
        if(counter < 25000000) begin
            counter <= counter + 1'b1;
            div_hsec <= div_hsec;
        end
        else begin
            counter <= 1'b0;
            div_hsec <= !div_hsec;
        end
    end
endmodule
### flow/constraint.sdc
current_design Clock_divider

set clk_period 3.8
set clk_io_pct 0.2

create_clock -name clk0 -period $clk_period [get_ports {clk}]

set non_clock_inputs [all_inputs -no_clocks]
set_input_delay [expr $clk_period * $clk_io_pct] -clock clk0 $non_clock_inputs
set_output_delay [expr $clk_period * $clk_io_pct] -clock clk0 [all_outputs]
==> flow_metrics.rpt <==
RUN METRICS
----------------------------------------------------
[Final timing]
  Worst clock skew ........................ 8.69 ps
  Worst slew pin tran ........................ 718 ps
  Final critical path time including I/O delays and setup ........................ 2030 ps
  Setup repair after global routing missed its margin ........................ no
  Final Hold Violation Tally ........................ 0
  Total setup violations reported at the end of the flow ........................ 0
  Setup TNS ........................ 0 ps
  Final-layout worst hold slack ........................ 409 ps
  Final count of pins violating max slew ........................ 0
  Highest clock frequency the design can meet ........................ 493 MHz
  Max_slew headroom ........................ 51.7%
  Share of the cycle needed by the critical path after routing ........................ 53.4%
  Post-route setup slack ........................ 1770 ps

[Synthesis]
  Synth Cell Area ........................ 2160 µm²
  Dominant combinational family ........................ simple AND/OR/NAND/NOR gates
  Total number of yosys warnings ........................ 2
  Unique masters post-synth ........................ 41
  Yosys adder share ........................ 1.16%
  Synth area leaders ........................ sky130_fd_sc_hd__dfxtp_1 45%, sky130_fd_sc_hd__xor2_1 6.9%, sky130_fd_sc_hd__xnor2_1 5.7%
  Post-synth top area cell ........................ sky130_fd_sc_hd__dfxtp_1
  Parity-gate share of the synthesized area counting xor and xnor cells ........................ 12.6%
  Average cell area after synthesis ........................ 10.1 µm²
  Ys cells ........................ 214
  Instance count of the mapped netlist ........................ 214
  And+or+nand+nor area frac ........................ 25.6%
  And-or/or-and share of the synthesized area ........................ 10.5%
  Mux area share ........................ 0%
  Synthesized flop and latch total ........................ 49
  Area figure in the yosys stat output ........................ 2160 µm²
  Top-area cell type share of the netlist area ........................ 44.5%
  Register area share after synthesis ........................ 45.9%

[CTS]
  Skew-Pair Late Insertion Delay ........................ 300 ps
  Clk sinks ........................ 49
  Number of buffers added for setup after CTS ........................ 0
  Clock tree from TritonCTS ........................ built
  Clock tree root buffer cell ........................ sky130_fd_sc_hd__clkbuf_8
  Number of instances resized during post-cts repair ........................ 0
  Num CTS Buffers ........................ 5
  Clock transition at the register clock pins on the worst setup and hold paths after CTS ........................ 90 ps
  Maximum level of the CTS H-tree ........................ 2
  CTS hold repair buffers ........................ 0
  Clock tree buffer depth ........................ 2

[Critical path]
  WS Path Type ........................ flop to flop
  Crit path max-delay cell type ........................ sky130_fd_sc_hd__or4_1
  Type of element launching the critical path ........................ flop
  Data arrival at the endpoint of the critical path ........................ 2090 ps
  Top fanout value on the critical path ........................ 18
  Worst EP required ........................ 3860 ps
  CP Cell Sequence ........................ or4_1 -> o211ai_2 -> a21oi_2 -> buf_4 -> or2_2
  Kind of end point of the critical path ........................ flop
  R2R Setup Slk ........................ 1770 ps
  Max stage delay on crit path ........................ 560 ps

[Pwr]
  Leak ........................ 0.000781 µW
  Power per cell area ........................ 362 nW/µm²
  Peak supply drop ........................ 231 µV

[Global route]
  Pin count of the biggest net entering global routing ........................ 27
  First-pass GRT wire length ........................ 6110 µm
  Remaining global-route overflow ........................ 0
  Antenna violations before repair ........................ 0
  Overall fraction of global-route tracks in use ........................ 10.1%
  Vias in the first global route ........................ 1,397

[Outcome]
  Result of the run ........................ finished, final reports clean

[Run]
  Warning total across the stage logs ........................ 25
  Max cap viols ........................ 0

[Die]
  Die outline area ........................ 7540 µm²
  Number of top-level design ports ........................ 5
  Die outline height ........................ 86.8 µm
  Fp_density ........................ 31.4%
  Floorplan Core Area ........................ 6870 µm²
  Row count ........................ 30
  Width of the die ........................ 86.8 µm

[Drt]
  Routed Wire Length ........................ 3460 µm
  Drc violations ........................ 0
  Drt initial violations ........................ 98
  Via density ........................ 4.73
  First-pass iteration count of the detailed router ........................ 4
  # diodes ........................ 0
  Detailed-route via count ........................ 1,495
  Drt wl/cell ........................ 10.9 µm
  DRT antenna net count ........................ 0

[Placed design]
  Post-Place Worst Slack ........................ 1790 ps
  IO buf count ........................ 4
  Placed wire-length estimate ........................ 2220 µm
  Gp weighted congestion ........................ 0.767
  Number of instances in the placed design ........................ 308

[Layout]
  Share of final-layout standard cells stronger than drive strength 1 ........................ 11.8%
  Growth of design area from synthesis to finish ........................ 9.33%
  Number of standard cells in the final layout excluding fillers ........................ 316

[Min path]
  Worst hold path type ........................ flop to flop

----------------------------------------------------
## metal layers
metal	share of wire (%)	up-vias	global-route usage [%]
met1	54	685	15.2
met3	2.7	3	2.13
met5	0	-	0
li1	-	796	-
met4	0.35	0	0.758
met2	42	11	15.8
## through the flow
step	total power, µW	instance area (µm²)	util (%)
2_1_floorplan	544	2160	-
3_3_place_gp	547	2260	33.0
3_5_place_dp	547	2260	33.0
4_1_cts	864	2360	34.4
5_1_grt	891	2360	34.4
6_report	855	2360	34.4
## cells in the mapped netlist, drive strengths merged
master,instances
nand2,15
or2,1
ha,2
and2,2
clkbuf,1
nor4,2
nor3,12
xnor2,14
or3,4
or4,9
a21o,1
conb,1
o211ai,1
inv,5
buf,6
o31ai,7
dfxtp,48
and3,4
nor3b,1
and4,8
xor2,17
a21oi,2
a211oi,12
nand3,16
edfxtp,1
nand4,10
or4b,1
nor2,5
o21ai,5
dlygate4sd1,1
## logic make-up (layout without fill, tap and decap cells)
logic type	count (synthesis)	after routing
xor+xnor	31	31
buf+inv	13	19
flops	49	49
simple gates	90	90
fa+ha+maj	2	2
compound gates	28	28
other cells	1	1
## where the power goes
part,internal [µW],switching (µW),total (µW)
Combinational,5.21,7.14,12.3
Clock,148,172,320
Sequential,519,3.99,523
## cells in the final DEF (no fill, tap or decap), types with 5 or more instances in the layout
cell type                  instances
sky130_fd_sc_hd__nand3_1          14
sky130_fd_sc_hd__dfxtp_1          48
sky130_fd_sc_hd__o21ai_0           5
sky130_fd_sc_hd__nand2_1          14
sky130_fd_sc_hd__clkbuf_8          6
sky130_fd_sc_hd__o31ai_1           7
sky130_fd_sc_hd__inv_1             5
sky130_fd_sc_hd__nor3_1           12
sky130_fd_sc_hd__nand4_1          10
sky130_fd_sc_hd__and4_1            5
sky130_fd_sc_hd__xor2_1           17
sky130_fd_sc_hd__or4_1             8
sky130_fd_sc_hd__nor2_1            5
sky130_fd_sc_hd__a211oi_1          7
sky130_fd_sc_hd__a211oi_2          5
sky130_fd_sc_hd__xnor2_1          14
## registers in the layout, indices dropped and copies added (netlist names)
name,flops
sd.counter,26
sd.div_hsec,1
num,22
## area by class of cell
type / count / area, µm²
clock buffer: 6 / 82.6
clock inverter: 2 / 13.8
fill: 689 / 4510
inverter: 5 / 18.8
multi-input combinational: 152 / 1080
sequential: 49 / 991
tap: 96 / 120
timing repair buffer: 6 / 55.1
## final timing paths
path / cells after the start / endpoint / startpoint
max: 5 / sd.div_hsec / sd.counter[10]
max reg2reg: 5 / sd.div_hsec / sd.counter[10]
min reg2reg: 1 / num[0] / num[0]
min: 1 / num[0] / num[0]
## worst max-delay path, delay by kind of cell (launching register included)
family	cells	cell delay [ps]
and+or+nand+nor	2	870
DFF	1	360
AOI/OAI and AO/OA	2	320
buffers and inverters	1	240
Power figures rest on the tool's default switching activity, not on a simulated workload.
